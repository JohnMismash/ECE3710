==> flow/design.v <==
module program_counter (Clock, Enable, Reset, program_no);  
input wire Enable, Reset, Clock;
output reg [11:0] program_no;   
initial begin
program_no = 12'd0;
end
always@(posedge Clock) begin
if(Reset && Enable)
	program_no = program_no + 1;
else if (Reset && !Enable)
	program_no = program_no;
else
	program_no = 12'd0;
end
endmodule 
==> flow/run.sh <==
#!/bin/bash
# OpenROAD 26Q1-2900-gdf79404cd8, Yosys 0.63+post, stock flow scripts
make -C /OpenROAD-flow-scripts/flow DESIGN_CONFIG=/design/flow/config.mk WORK_HOME=/design/flow/orfs finish
==> flow/config.mk <==
export PLATFORM = sky130hd
export DESIGN_NAME = program_counter
export DESIGN_NICKNAME = program_counter
export VERILOG_FILES = /design/flow/design.v
export SDC_FILE = /design/flow/constraint.sdc
export NUM_CORES = 4
export LEC_CHECK = 1
export CORE_AREA = 10 10 70 70
export DIE_AREA = 0 0 80 80
export SYNTH_HDL_FRONTEND = slang
==> flow/constraint.sdc <==
current_design program_counter

set clk_period 2.0
set clk_io_pct 0.2

create_clock -name clk0 -period $clk_period [get_ports {Clock}]

set non_clock_inputs [all_inputs -no_clocks]
set_input_delay [expr $clk_period * $clk_io_pct] -clock clk0 $non_clock_inputs
set_output_delay [expr $clk_period * $clk_io_pct] -clock clk0 [all_outputs]
==> flow_summary.yaml <==
# physical design summary
global_routing:
  grt_max_degree: 10
  grt_pass1_vias: 493
  overflow: 0
  gr-usage-all-layers_pct: 4.670
  grt_pass1_wl_mm: 2.359
  antenna_found_initial: 0
critical_path:
  cp.arrival_ns: 1.27
  cp_top_family: "buffers and inverters"
  cp-end-kind: "output pin"
  cp_slowest_stage_delay_ns: 0.51
  cp_slowest_cell: "clkdlybuf4s50_1"
  cp.required_ns: 1.60
  cp_max_fo: 6
  worstSetupPathType: "flop to output pin"
  path_buffers: 1
  start_kind: "flop"
  path_cells: "clkdlybuf4s50_1"
die:
  die_height_um: 80
  dieArea_sq_mm: 0.006400
  core_sq_mm: 0.003416
  rows: 21
  initial_core_util_pct: 18.68
  io_pins: 15
  fp.dieW_um: 80
cts:
  cts-root-buf: "clkbuf_4"
  h-tree-depth: 1
  clkLatencyLatePin_ns: 0.28
  numCtsBuffers: 3
  clock-sinks: 12
  clk_pin_slew_ns: 0.08
  cts_tree: "built"
  cts_setup_buffers: 0
  cts_hold_buf: 0
  cts_buffer_depth: 2
  ctsResizeCount: 0
timing:
  slew_headroom_pct: 79.31
  hold_viol: 0
  fmax_ghz: 0.5972
  tns_ns: 0
  period_used_pct: 83.73
  rsz0062_at_grt: "no"
  finClkSkew_ns: 0.01024
  slew_violations: 0
  worstMarginPinSlew_ns: 0.3097
  period_minus_slack_ns: 1.675
  setup-violations-final: 0
outcome:
  outcome: "complete, no violations"
final_layout:
  areaGrowthSynthToFinish_pct: 37.45
  drive_above_1_share_pct: 9.091
  final_layout_top_logic_cells: "clkdlybuf4s50_1, edfxtp_1, nand2_1, a21oi_1, nor2_1"
  nFillCells: 380
  final_util_pct: 25.68
  layout_top_cell: "clkdlybuf4s50_1"
  largest_register_ffs: 12
routing:
  drcViolationCount: 0
  drt-total-wl_mm: 1.414
  diodes: 0
  vias: 528
  wl_per_cell_um: 11.50
  first_iter_violations: 17
  firstDrtPassIters: 4
  antenna_left: 0
  vias_per_cell: 4.293
synthesis:
  syn_inst: 57
  ys.flops: 12
  post_synth_num_cell_types: 22
  ys_chip_area_sq_um: 638.1
  yosys_cells: 57
  yosys_warnings: 0
  netlist_area_sq_um: 638.1
  ys_seq_share_pct: 56.47
  syn_area_per_cell_sq_um: 11.19
hold_path:
  hold_class: "flop to flop"
placement:
  io_buffers: 14
  place_congestion: 0.7831
  hpwl_mm: 1.060
power_and_ir_drop:
  cellLeakagePower_nw: 0.2921
  vdd_ir_drop_max_mv: 0.2949
  power_density_mw_per_mm2: 615.0
run:
  tool_warnings: 25
  cap_violations: 0
path summary, 6_finish.rpt:
| check | cells after the start | startpoint | slack (ns) | end |
|---|---|---|---|---|
| setup reg to reg | 4 | program_no[0] | 0.37 | program_no[10] |
| hold / removal | 2 | program_no[11] | 0.67 | program_no[11] |
| setup / recovery | 1 | program_no[2] | 0.33 | program_no[2] |
| hold reg to reg | 2 | program_no[11] | 0.67 | program_no[11] |
per-stage QoR:
step	hold WS (ns)	power (W)	area, sq um	setup slack, ns	cells
finish	0.6677	0.0005394	877.1	0.3254	123
global route	0.6984	0.0005729	877.1	0.1894	123
CTS	0.6693	0.0005488	877.1	0.2997	123
detailed placement	0.6377	0.0003909	850.8	0.3909	119
global placement	0.6362	0.0003896	850.8	0.4004	119
floorplan	0.5755	0.0003394	638.1	0.5088	57
layer usage:
| layer | global-route usage, % | vias to the layer above | wire length (um) |
|---|---|---|---|
| li1 | - | 263 | - |
| met1 | 6.031 | 236 | 652 |
| met2 | 6.581 | 27 | 585 |
| met3 | 3.182 | 2 | 162 |
| met4 | 0.3521 | 0 | 12 |
| met5 | 0 | - | 0 |
where the power goes:
part / internal, W / switching (W) / total [W]
Sequential: 0.000295 / 0.0000210 / 0.000316
Combinational: 0.0000423 / 0.0000245 / 0.0000668
Clock: 0.0000722 / 0.0000841 / 0.000156
Total: 0.000410 / 0.000130 / 0.000539
synthesized netlist by cell type:
cell	number	area (sq um)
xor2_1	1	8.760
and2_1	1	6.260
nand2_1	5	18.77
mux2i_1	1	10.01
a21oi_1	5	25.02
nand3_1	3	15.01
or3_1	3	18.77
edfxtp_1	12	360.4
inv_1	3	11.26
and3_1	1	6.260
nor4_1	1	6.260
nor2_1	4	15.01
nand4_1	1	6.260
ha_1	1	12.51
nand2b_1	2	12.51
o311ai_0	1	8.760
nand4_2	2	25.02
o31ai_1	2	15.01
o21ai_0	3	15.01
o41ai_1	1	8.760
xnor2_1	2	17.52
or4_1	2	15.01
worst reg2reg max path: stages (launching register included):
cell and delay (ns):
edfxtp_1 0.44, ha_1 0.25, nand4_2 0.16, or4_1 0.49, a21oi_1 0.16
logic make-up after synthesis:
kind of cell / Yosys count / synth area share [%]
and+or+nand+nor: 25 / 22.75
AOI/OAI and AO/OA: 12 / 11.37
DFF: 12 / 56.47
xor gates and xnor gates: 3 / 4.118
buffers and inverters: 3 / 1.765
muxes: 1 / 1.569
adders and majority gates: 1 / 1.960
cell type report:
type | count | area, sq um | area share [%]
sequential | 12 | 360.3 | 41.08
multi-input combinational | 42 | 266.5 | 30.39
timing repair buffer | 16 | 155.1 | 17.69
tap | 46 | 57.56 | 6.562
clock buffer | 3 | 22.52 | 2.568
inverter | 3 | 11.26 | 1.284
clock inverter | 1 | 3.754 | 0.4280
Power is estimated from default activity; no workload was simulated.
